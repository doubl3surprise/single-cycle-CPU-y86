$ cat ./design.v
module fetch (input wire [63:0] pc_i, 
	output wire [3:0] icode_o, ifun_o, ra_o, rb_o, 
	output wire [63:0] valc_o, valp_o,
	output wire instr_valid_o, mem_error_o);
	reg [7:0] ins_mem [1023:0];
	integer i;
	initial begin
		ins_mem[0] = 8'h30; ins_mem[1] = 8'hf8; ins_mem[2] = 8'h08;
		ins_mem[3] = 8'h00; ins_mem[4] = 8'h00; ins_mem[5] = 8'h00;
		ins_mem[6] = 8'h00; ins_mem[7] = 8'h00; ins_mem[8] = 8'h00;
		ins_mem[9] = 8'h00;
		ins_mem[10] = 8'h30; ins_mem[11] = 8'hf3; ins_mem[12] = 8'h15;
		ins_mem[13] = 8'h00; ins_mem[14] = 8'h00; ins_mem[15] = 8'h00;
		ins_mem[16] = 8'h00; ins_mem[17] = 8'h00; ins_mem[18] = 8'h00;
		ins_mem[19] = 8'h00;
		ins_mem[20] = 8'h00;
		ins_mem[21] = 8'h10;
		ins_mem[22] = 8'h20; ins_mem[23] = 8'h13;
		ins_mem[24] = 8'h40; ins_mem[25] = 8'h2d; ins_mem[26] = 8'h15;
		ins_mem[27] = 8'h00; ins_mem[28] = 8'h00; ins_mem[29] = 8'h00;
		ins_mem[30] = 8'h00; ins_mem[31] = 8'h00; ins_mem[32] = 8'h00;
		ins_mem[33] = 8'h00;
		ins_mem[34] = 8'h50; ins_mem[35] = 8'h2d; ins_mem[36] = 8'h15;
		ins_mem[37] = 8'h00; ins_mem[38] = 8'h00; ins_mem[39] = 8'h00;
		ins_mem[40] = 8'h00; ins_mem[41] = 8'h00; ins_mem[42] = 8'h00;
		ins_mem[43] = 8'h00;
		ins_mem[44] = 8'h60; ins_mem[45] = 8'h97;
		ins_mem[46] = 8'h61; ins_mem[47] = 8'h97;
		ins_mem[48] = 8'h62; ins_mem[49] = 8'he1;
		ins_mem[50] = 8'h63; ins_mem[51] = 8'hdb;
		ins_mem[52] = 8'h70; ins_mem[53] = 8'h11; ins_mem[54] = 8'h01;
		ins_mem[55] = 8'h00; ins_mem[56] = 8'h01; ins_mem[57] = 8'h00;
		ins_mem[58] = 8'h00; ins_mem[59] = 8'h00; ins_mem[60] = 8'h00;
		ins_mem[61] = 8'h80; ins_mem[62] = 8'h01; ins_mem[63] = 8'h00;
		ins_mem[64] = 8'h00; ins_mem[65] = 8'h00; ins_mem[66] = 8'h00;
		ins_mem[67] = 8'h00; ins_mem[68] = 8'h00; ins_mem[69] = 8'h00;
		ins_mem[70] = 8'h90;
		ins_mem[71] = 8'ha0; ins_mem[72] = 8'h1f;
		ins_mem[73] = 8'hb0; ins_mem[74] = 8'h2f; 
		for(i = 75; i < 1024; i = i + 1) begin
			ins_mem[i] = 8'hcc;
		end
	end
	wire [79:0] nw_instr;
	wire valid_reg, valid_valc;
	assign nw_instr = {ins_mem[pc_i + 9],
		ins_mem[pc_i + 8], ins_mem[pc_i + 7],
		ins_mem[pc_i + 6], ins_mem[pc_i + 5],
		ins_mem[pc_i + 4], ins_mem[pc_i + 3],
		ins_mem[pc_i + 2], ins_mem[pc_i + 1],
		ins_mem[pc_i + 0]};
	assign mem_error_o = (pc_i >= 1023);
	assign instr_valid_o = (nw_instr[7:4] <= 4'hb);
	assign icode_o = nw_instr[7:4];
	assign ifun_o = nw_instr[3:0];
	assign valid_reg = (icode_o == 4'h3) | (icode_o == 4'h4) 
		| (icode_o == 4'h5) | (icode_o == 4'h6)| (icode_o == 4'h2) 
		| (icode_o == 4'hA) | (icode_o == 4'hB);
	assign valid_valc = ((icode_o == 4'h3) | (icode_o == 4'h4) 
		|(icode_o == 4'h5) | (icode_o == 4'h7) | (icode_o == 4'h8));
	assign ra_o = valid_reg ? nw_instr[15:12] : 4'hf;
	assign rb_o = valid_reg ? nw_instr[11:8] : 4'hf;
	assign valc_o = valid_valc ? (valid_reg ? nw_instr[79:16] : nw_instr[71:8]) : 64'd0;
	assign valp_o = pc_i + 1 + valid_reg + valid_valc * 8;
endmodule
$ cat ./run.sh
#!/bin/bash
# OpenROAD 26Q1-2900-gdf79404cd8, Yosys 0.63+post, stock flow scripts
make -C /OpenROAD-flow-scripts/flow DESIGN_CONFIG=/design/flow/config.mk WORK_HOME=/design/flow/orfs finish
$ cat ./constraint.sdc
current_design fetch

set clk_period 12.9
set clk_io_pct 0.2

create_clock -name clk0 -period $clk_period

set non_clock_inputs [all_inputs -no_clocks]
set_input_delay [expr $clk_period * $clk_io_pct] -clock clk0 $non_clock_inputs
set_output_delay [expr $clk_period * $clk_io_pct] -clock clk0 [all_outputs]
$ cat ./config.mk
export PLATFORM = sky130hd
export DESIGN_NAME = fetch
export DESIGN_NICKNAME = fetch
export VERILOG_FILES = /design/flow/design.v
export SDC_FILE = /design/flow/constraint.sdc
export NUM_CORES = 4
export LEC_CHECK = 1
export CORE_UTILIZATION = 30
export SYNTH_MEMORY_MAX_BITS = 65536
==> out/qor.yml <==
worst_setup_path:
  cp_num_buf_inv: 6
  end_kind: "output pin"
  critPathRequiredTime_ns: 10.32
  cp-start-kind: "input pin"
  worstPathMaxFanout: 29
  path_delay_family: "buffers and inverters"
  crit_type: "in2out"
  cpPeakStageDelay_ns: 0.62
  crit_arrival_ns: 9.03
  worst_path_max_delay_cell: "clkdlybuf4s50_1"
  critical_path.cell_chain: "clkdlybuf4s50_1 > buf_4 > inv_1 > ha_1 > buf_4 > nand2_1 > a31oi_1 > mux4_2 > o21ai_0 > nor2_1 > a21oi_1 > nor2_1 > a21oi_4 > inv_1 > ha_1 > a31oi_1 > a2111oi_4 > o211ai_1 > nor3_1 > nand4_1 > nor2_4 > nand4_1 > xor2_1 > clkdlybuf4s50_1"
run:
  warnings: 51
  drv_cap: 0
routing:
  vias: 15600
  viasPerCell: 6.20
  drt_iter0_markers: 1969
  final_antenna_net_count: 0
  drt-total-wl_mm: 62.1
  num_antenna_cells: 0
  wl_per_cell_um: 24.7
  drt-pass1-iter-count: 8
  drc_errors: 0
floorplanning:
  rows: 71
  ios: 210
  core-area_um2: 37600
  die_y_um: 197
  die-width_um: 197
  chip_area_um2: 39000
  fp-utilization_pct: 30.5
synth:
  synth_cell_types: 92
  topCellsByArea: "xnor2_1 9.3%, nand2_1 7.2%, nor2_1 7.1%"
  synth_top_cell_by_area: "xnor2_1"
  synth_warnings: 1
  ys_seq_share_pct: 0
  syn_area_um2: 11500
  top_area_share_pct: 9.25
  avgSynthCellArea_um2: 6.02
  synthCells: 1902
  ys_chip_area_um2: 11500
  ys_cells: 1902
global_routing:
  antenna_found_initial: 0
  grt_pass1_wl_mm: 93.1
  grt_pass1_vias: 14400
  grt_usage_pct: 31.6
  grt_overflow: 0
  grt_max_degree: 65
layout:
  fin_cells: 2516
  num-clock-buffers: 0
  final_util_pct: 37.2
  drive_above_1_share_pct: 7.73
  stdcell_area_um2: 14000
  ff_latch_area_um2: 0
  area_growth_syn_to_layout_pct: 22.1
  n_fill_cell: 4084
  layout.area.comb_um2: 10600
  seq_cells: 0
pwr:
  seqPwrFrac_pct: 0
  switching_share_pct: 64.0
  power_leakage_nw: 4.33
  p_comb_share_pct: 100.0
  clockPowerShare_pct: 0
  p_per_area_nw_per_um2: 37.7
  power.switching_mw: 0.338
  ir_worst_vdd_uv: 13.7
  p_int_mw: 0.190
timing:
  hold_viol: 0
  max_slew_margin_pct: 30.6
  fmax_mhz: 86.1
  grt_setup_unrepaired: "no"
  whs_ns: 6.25
  setup_violations: 0
  finalMaxSlewViolations: 0
  tns_ns: 0
  worstMarginPinSlew_ns: 1.04
  period_used_pct: 90.0
  fin_crit_ns: 11.61
clocking:
  cts_resized: 0
  ctsHoldBuffers: 0
  cts_setup_buffers: 0
run_status:
  status: "finished, final reports clean"
placement:
  placed_cells: 2516
  numPortBuffers: 210
  place_area_um2: 14000
  post-dp-hpwl_mm: 46.7
  routabilityCongestion: 1.03
worst_hold_path:
  hp-class: "in2out"
[layout make-up]
class,count,share of cell area (%)
inverters,33,0.886
multi-input cells,1690,75.9
well taps,511,4.57
repair buffers,282,18.7
[logic make-up after synthesis]
| group | share of synthesized area, % |
|---|---|
| buffers and inverters | 7.60 |
| adders and majority gates | 2.93 |
| xor gates and xnor gates | 13.8 |
| and+or+nand+nor | 37.9 |
| muxes | 4.70 |
| AOI/OAI and AO/OA | 33.1 |
[layer usage]
layer / global-route usage [%] / vias up / wire, um
li1: - / 7248 / -
met1: 43.0 / 7301 / 25900
met2: 50.2 / 907 / 27700
met3: 4.20 / 135 / 5450
met4: 12.9 / 0 / 2990
met5: 0 / - / 0
[layout by cell type, fill, tap and decap left out, drive strengths merged, types with 17 or more instances in the layout]
master	n
nand2	222
nor2	220
clkdlybuf4s50	204
a21oi	151
o21ai	125
xnor2	121
nor3	92
nand3	85
buf	78
xor2	59
a211oi	55
nor4	45
nand4	43
a31oi	37
inv	30
o22ai	28
ha	26
nand2b	25
o211ai	24
mux2i	20
and3	20
mux2	18
and2	17
[synth_stat cells, types with 7 or more instances]
cell        n
a211oi_1   54
nand3_1    83
o21ai_0   123
nand2_1   220
o22ai_1    28
o221ai_1    7
a22oi_1    10
and3_1     20
buf_2      30
nor4_1     36
clkbuf_1  117
inv_1      27
or2_2      10
or3_1      16
a311oi_1   14
nor3b_1    10
nand4_1    39
mux2_2     18
nand2b_1   25
xor2_1     58
o31ai_1    16
buf_1      24
o32ai_1     8
a31oi_1    37
a21boi_0   14
a21oi_1   151
o311ai_0   11
ha_1       26
xnor2_1   121
a221oi_1    7
nor2b_1    15
o21a_1     13
nor2_1    218
mux2i_1    20
nor3_1     89
o211ai_1   24
and2_1     16
[worst paths after layout]
path      from    endpoint  slack [ns]  depth (start not counted)
min   pc_i[55]  valp_o[55]        6.25                          3
max    pc_i[1]  valp_o[63]        1.29                         24
[power by group through the flow]
stage | sequential (mW) | combinational, mW | clock [mW]
5_1_grt | 0 | 0.567 | 0
4_1_cts | 0 | 0.514 | 0
6_report | 0 | 0.528 | 0
[through the flow]
stage / power, mW / worst slack, ns
2_1_floorplan: 0.318 / 2.70
3_3_place_gp: 0.520 / 1.43
3_5_place_dp: 0.511 / 1.30
4_1_cts: 0.514 / 1.30
5_1_grt: 0.567 / 0.843
6_report: 0.528 / 1.29
Power figures rest on the tool's default switching activity, not on a simulated workload.
