[config.mk]
export PLATFORM = sky130hd
export DESIGN_NAME = decode
export DESIGN_NICKNAME = decode
export VERILOG_FILES = /design/flow/design.v
export SDC_FILE = /design/flow/constraint.sdc
export NUM_CORES = 4
export LEC_CHECK = 1
export CORE_AREA = 10 10 112 112
export DIE_AREA = 0 0 122 122
[constraint.sdc]
current_design decode

set clk_period 2.4
set clk_io_pct 0.2

create_clock -name clk0 -period $clk_period [get_ports {clk_i}]

set non_clock_inputs [all_inputs -no_clocks]
set_input_delay [expr $clk_period * $clk_io_pct] -clock clk0 $non_clock_inputs
set_output_delay [expr $clk_period * $clk_io_pct] -clock clk0 [all_outputs]
[design.v]
module decode(input wire clk_i, rst_n_i,
	input [3:0] icode_i, ra_i, rb_i,
	input wire [63:0] reg_vale_i, reg_valm_i,
	input wire cnd_i,
	output [63:0] vala_o, valb_o);
	reg [63:0] reg_file [14:0];
	reg [3:0] srca, srcb, dste, dstm;
	initial begin
		reg_file[0] = 64'd0;
		reg_file[1] = 64'd1;
		reg_file[2] = 64'd2;
		reg_file[3] = 64'd3;
		reg_file[4] = 64'd512;
		reg_file[5] = 64'd5;
		reg_file[6] = 64'd6;
		reg_file[7] = 64'd7;
		reg_file[8] = 64'd8;
		reg_file[9] = 64'd9;
		reg_file[10] = 64'd10;
		reg_file[11] = 64'd11;
		reg_file[12] = 64'd12;
		reg_file[13] = 64'd13;
		reg_file[14] = 64'd14;
		reg_file[15] = 64'd15;
	end
	always@ (*) begin
		case (icode_i)
			4'h0: begin
				srca = 4'hf;
				srcb = 4'hf;
				dste = 4'hf;
				dstm = 4'hf;
			end
			4'h1: begin
				srca = 4'hf;
				srcb = 4'hf;
				dste = 4'hf;
				dstm = 4'hf;
			end
			4'h2: begin
				srca = ra_i;
				srcb = rb_i;
				dste = rb_i;
				dstm = 4'hf;
			end
			4'h3: begin
				srca = 4'hf;
				srcb = rb_i;
				dste = rb_i;
				dstm = 4'hf;
			end
			4'h4: begin
				srca = ra_i;
				srcb = rb_i;
				dste = 4'hf;
				dstm = 4'hf;
			end
			4'h5: begin
				srca = ra_i;
				srcb = rb_i;
				dste = rb_i;
				dstm = 4'hf;
			end
			4'h6: begin
				srca = ra_i;
				srcb = rb_i;
				dste = rb_i;
				dstm = 4'hf;
			end
			4'h7: begin
				srca = 4'hf;
				srcb = 4'hf;
				dste = 4'hf;
				dstm = 4'hf;
			end
			4'h8: begin
				srca = 4'hf;
				srcb = 4'h4;
				dste = 4'h4;
				dstm = 4'hf;
			end
			4'h9: begin
				srca = 4'h4;
				srcb = 4'h4;
				dste = 4'h4;
				dstm = 4'hf;
			end
			4'hA: begin
				srca = ra_i;
				srcb = 4'h4;
				dste = 4'h4;
				dstm = 4'hf;
			end
			4'hB: begin
				srca = 4'h4;
				srcb = 4'h4;
				dste = 4'h4;
				dstm = 4'hf;
			end
			default: begin
				srca = 4'hf;
				srcb = 4'hf;
				dste = 4'hf;
				dstm = 4'hf;
			end
		endcase
	end
	assign vala_o = (srca == 4'hf) ? 64'd0 : reg_file[srca];
	assign valb_o = (srcb == 4'hf) ? 64'd0 : reg_file[srcb];
	always@ (posedge clk_i) begin
		if(rst_n_i) begin
			reg_file[0] = 64'd0;
			reg_file[1] = 64'd0;
			reg_file[2] = 64'd0;
			reg_file[3] = 64'd0;
			reg_file[4] = 64'd0;
			reg_file[5] = 64'd0;
			reg_file[6] = 64'd0;
			reg_file[7] = 64'd0;
			reg_file[8] = 64'd0;
			reg_file[9] = 64'd0;
			reg_file[10] = 64'd0;
			reg_file[11] = 64'd0;
			reg_file[12] = 64'd0;
			reg_file[13] = 64'd0;
			reg_file[14] = 64'd0;
		end
	end
endmodule
[run.sh]
#!/bin/bash
# OpenROAD 26Q1-2900-gdf79404cd8, Yosys 0.63+post, stock flow scripts
make -C /OpenROAD-flow-scripts/flow DESIGN_CONFIG=/design/flow/config.mk WORK_HOME=/design/flow/orfs finish
==> impl_metrics.py <==
# Physical implementation metrics
metrics = {
    "clock_tree": {
        "holdBufCountCts": 0,
        "clkTransAtPathRegs_ns": 0,
    },
    "floorplanning": {
        "num_rows": 37,
        "die_x_um": 122,
        "core-area_um2": 10200,
        "ios": 271,
        "fp_util_pct": 12.8,
        "fp.dieH_um": 122,
        "die-area_um2": 14900,
    },
    "logic_synthesis": {
        "ys_cells": 177,
        "xor_area_share_pct": 0.670,
        "synthSimpleGateAreaFrac_pct": 11.9,
        "aoi_share_pct": 15.3,
        "async_reset_ff_share_pct": 0,
        "yosysWarningCount": 2,
        "ys_sh_adder_pct": 0,
        "top_logic_kind": "buffers and inverters",
        "area_leaders": "buf_4 (68%), edfxtp_1 (2.3%), nand2_1 (2.3%), a41oi_4 (2.1%), nand4b_1 (2.0%)",
        "synth_flops": 1,
        "ff_type": "edfxtp_1",
        "synth_top_area_share_pct": 67.8,
        "yosysUniqueCellTypes": 38,
        "netlist_instances": 177,
        "synth_area_um2": 1310,
        "synth_area_leader_cell": "buf_4",
        "avgSynthCellArea_um2": 7.39,
        "ys_seq_share_pct": 2.30,
        "mux_share_pct": 0,
        "yosys-top-cells-count": "buf_4 (118), nand2_1 (8)",
        "synth-edff-count": 1,
        "synthMostInstantiatedCell": "buf_4",
        "yosys-stat-area_um2": 1310,
    },
    "layout": {
        "fin_util_pct": 14.7,
        "final_area_um2": 1510,
        "post_route_cells_drive_above_1_share_pct": 23.9,
        "fillCellCount": 1129,
        "largest_register_ffs": 1,
        "syn2layout_area_growth_pct": 15.4,
    },
    "placement": {
        "detailed_place.area_um2": 1370,
        "hpwlAfterDp_um": 3100,
        "gp_congestion": 0.778,
        "io_buffers": 23,
        "dp_slack_ns": -0.523,
    },
    "setup_path": {
        "criticalPathCategory": "primary input to output port",
        "max_stage_delay_ns": 0.25,
        "worstPathCellList": "buf_2 -> buf_6 -> and3b_2 -> buf_4 -> a311oi_4 -> a22oi_1 -> o21ai_1 -> dlygate4sd2_1",
        "worstPathArrival_ns": 1.81,
        "cp-end-kind": "output port",
        "slowest_stage": "a311oi_4",
        "critPathLaunchType": "primary input",
        "path_max_fanout": 7,
        "critical_path_required_ns": 1.92,
    },
    "drt": {
        "vias_per_cell": 2.75,
        "vias": 995,
        "antenna_cells": 0,
        "detail_route.wl_per_cell_um": 9.94,
        "drcViolationCount": 0,
        "firstDrtPassIters": 4,
        "drtIter0Drc": 22,
        "routed_wl_um": 3600,
        "antenna_left": 0,
    },
    "sta": {
        "worst_slack_ns": 0.107,
        "fin_hold_ws_ns": 1.06,
        "fin_crit_sh_pct": 95.5,
        "final-max-slew-violation-count": 0,
        "setup_viol": 0,
        "finalHoldViolations": 0,
        "rsz0062_at_grt": "false",
        "min_period_ns": 2.29,
        "fmax_mhz": 436,
    },
    "grt": {
        "grt.overflow.total": 0,
        "grt_start_max_net_pins": 8,
        "grt_pass1_vias": 1192,
        "antenna_found_initial": 0,
        "grt_pass1_wl_um": 5180,
        "grt.total_usage_pct": 4.02,
    },
    "power": {
        "p_int_uw": 122,
        "p_leak_uw": 0.000834,
        "seqPwrFrac_pct": 10.9,
        "vdd_ir_drop_max_mv": 0.0865,
        "swShare_pct": 42.4,
        "p_comb_share_pct": 89.1,
        "cellPowerDensity_nw_per_um2": 140,
        "p_clk_share_pct": 0,
        "power.switching_uw": 89.5,
    },
    "job": {
        "max_cap_viol_count": 0,
        "tool_warnings": 157,
    },
    "worst_hold_path": {
        "hold_class": "primary input to register",
    },
    "outcome": {
        "status": "finished, final reports clean",
    },
}
what timing repair did:
action | CTS | global route
pin swaps | 17 | 4
cloned | 0 | 0
resized | 48 | 10
buffers inserted | 12 | 1
endpoints found under the setup margin | 10 | 8
layout make-up:
type	instances	area (µm²)	share of cell area [%]
Multi-Input combinational cell	172	878	58.2
Timing Repair Buffer	51	423	28.0
Tap cell	136	170	11.3
Sequential cell	1	30.0	1.99
Inverter	2	7.51	0.498
power by group through the flow:
stage / sequential [µW] / combinational (µW) / clock, µW
after CTS: 23.2 / 190 / 0
after global routing: 23.4 / 219 / 0
final: 22.9 / 188 / 0
layout by cell type (no fill, tap or decap), types with 3 or more instances in the layout:
cell	instances
conb_1	119
buf_4	23
dlygate4sd2_1	12
nand2_1	5
buf_2	4
buf_6	4
o21ai_0	3
nand4b_1	3
clkbuf_2	3
final timing paths:
check / start / end / slack (ns) / cells after the start
setup / recovery: icode_i[2] / vala_o[1] / 0.11 / 8
hold / removal: rst_n_i / reg_file[6][1]$_DFFE_PP_ / 1.06 / 1
metrics by stage:
step	setup TNS, ns	power [µW]	std cells
after floorplan	0	218	295
after global placement	-4.55	193	350
after detailed placement	-4.40	190	350
after CTS	0	213	362
after global routing	0	243	362
final	0	211	362
cell families after synthesis:
family,Yosys count
XOR/XNOR,1
buffers and inverters,122
other,1
AND-OR/OR-AND,25
AND/OR/NAND/NOR,27
flip-flops,1
critical path, delay by kind of cell:
family                 cells  cell delay, ns
buffers and inverters      4            0.60
and+or+nand+nor            1            0.24
AOI/OAI and AO/OA          3            0.48
metal layers:
metal / track usage, % / wire length, µm / up-vias
met1: 5.68 / 1740 / 421
met5: 0 / 0 / -
met4: 0 / 0 / 0
met2: 4.71 / 1010 / 127
li1: - / - / 447
met3: 3.38 / 851 / 0
No activity file was given, so power comes from the tool's default toggle rates.
